==> design/flow/design.v <==
package home_inventory_regmap_pkg;
  timeunit 1ns;
  timeprecision 1ps;
  localparam logic [31:0] HOMEINV_ADR_ID = 32'h00000000;
  localparam logic [31:0] HOMEINV_ADR_VERSION = 32'h00000004;
  localparam logic [31:0] HOMEINV_ADR_CTRL = 32'h00000100;
  localparam logic [31:0] HOMEINV_ADR_IRQ_EN = 32'h00000104;
  localparam logic [31:0] HOMEINV_ADR_STATUS = 32'h00000108;
  localparam logic [31:0] HOMEINV_ADR_TIME_NOW = 32'h0000010C;
  localparam logic [31:0] HOMEINV_ADR_ADC_CFG = 32'h00000200;
  localparam logic [31:0] HOMEINV_ADR_ADC_CMD = 32'h00000204;
  localparam logic [31:0] HOMEINV_ADR_ADC_FIFO_STATUS = 32'h00000208;
  localparam logic [31:0] HOMEINV_ADR_ADC_FIFO_DATA = 32'h0000020C;
  localparam logic [31:0] HOMEINV_ADR_ADC_RAW_CH0 = 32'h00000210;
  localparam logic [31:0] HOMEINV_ADR_ADC_RAW_CH1 = 32'h00000214;
  localparam logic [31:0] HOMEINV_ADR_ADC_RAW_CH2 = 32'h00000218;
  localparam logic [31:0] HOMEINV_ADR_ADC_RAW_CH3 = 32'h0000021C;
  localparam logic [31:0] HOMEINV_ADR_ADC_RAW_CH4 = 32'h00000220;
  localparam logic [31:0] HOMEINV_ADR_ADC_RAW_CH5 = 32'h00000224;
  localparam logic [31:0] HOMEINV_ADR_ADC_RAW_CH6 = 32'h00000228;
  localparam logic [31:0] HOMEINV_ADR_ADC_RAW_CH7 = 32'h0000022C;
  localparam logic [31:0] HOMEINV_ADR_ADC_SNAPSHOT_COUNT = 32'h00000230;
  localparam logic [31:0] HOMEINV_ADR_TARE_CH0 = 32'h00000300;
  localparam logic [31:0] HOMEINV_ADR_TARE_CH1 = 32'h00000304;
  localparam logic [31:0] HOMEINV_ADR_TARE_CH2 = 32'h00000308;
  localparam logic [31:0] HOMEINV_ADR_TARE_CH3 = 32'h0000030C;
  localparam logic [31:0] HOMEINV_ADR_TARE_CH4 = 32'h00000310;
  localparam logic [31:0] HOMEINV_ADR_TARE_CH5 = 32'h00000314;
  localparam logic [31:0] HOMEINV_ADR_TARE_CH6 = 32'h00000318;
  localparam logic [31:0] HOMEINV_ADR_TARE_CH7 = 32'h0000031C;
  localparam logic [31:0] HOMEINV_ADR_SCALE_CH0 = 32'h00000320;
  localparam logic [31:0] HOMEINV_ADR_SCALE_CH1 = 32'h00000324;
  localparam logic [31:0] HOMEINV_ADR_SCALE_CH2 = 32'h00000328;
  localparam logic [31:0] HOMEINV_ADR_SCALE_CH3 = 32'h0000032C;
  localparam logic [31:0] HOMEINV_ADR_SCALE_CH4 = 32'h00000330;
  localparam logic [31:0] HOMEINV_ADR_SCALE_CH5 = 32'h00000334;
  localparam logic [31:0] HOMEINV_ADR_SCALE_CH6 = 32'h00000338;
  localparam logic [31:0] HOMEINV_ADR_SCALE_CH7 = 32'h0000033C;
  localparam logic [31:0] HOMEINV_ADR_EVT_COUNT_CH0 = 32'h00000400;
  localparam logic [31:0] HOMEINV_ADR_EVT_COUNT_CH1 = 32'h00000404;
  localparam logic [31:0] HOMEINV_ADR_EVT_COUNT_CH2 = 32'h00000408;
  localparam logic [31:0] HOMEINV_ADR_EVT_COUNT_CH3 = 32'h0000040C;
  localparam logic [31:0] HOMEINV_ADR_EVT_COUNT_CH4 = 32'h00000410;
  localparam logic [31:0] HOMEINV_ADR_EVT_COUNT_CH5 = 32'h00000414;
  localparam logic [31:0] HOMEINV_ADR_EVT_COUNT_CH6 = 32'h00000418;
  localparam logic [31:0] HOMEINV_ADR_EVT_COUNT_CH7 = 32'h0000041C;
  localparam logic [31:0] HOMEINV_ADR_EVT_LAST_DELTA_CH0 = 32'h00000420;
  localparam logic [31:0] HOMEINV_ADR_EVT_LAST_DELTA_CH1 = 32'h00000424;
  localparam logic [31:0] HOMEINV_ADR_EVT_LAST_DELTA_CH2 = 32'h00000428;
  localparam logic [31:0] HOMEINV_ADR_EVT_LAST_DELTA_CH3 = 32'h0000042C;
  localparam logic [31:0] HOMEINV_ADR_EVT_LAST_DELTA_CH4 = 32'h00000430;
  localparam logic [31:0] HOMEINV_ADR_EVT_LAST_DELTA_CH5 = 32'h00000434;
  localparam logic [31:0] HOMEINV_ADR_EVT_LAST_DELTA_CH6 = 32'h00000438;
  localparam logic [31:0] HOMEINV_ADR_EVT_LAST_DELTA_CH7 = 32'h0000043C;
  localparam logic [31:0] HOMEINV_ADR_EVT_LAST_TS = 32'h00000440;
  localparam logic [31:0] HOMEINV_ADR_EVT_CFG = 32'h00000444;
  localparam logic [31:0] HOMEINV_ADR_EVT_LAST_TS_CH0 = 32'h00000448;
  localparam logic [31:0] HOMEINV_ADR_EVT_LAST_TS_CH1 = 32'h0000044C;
  localparam logic [31:0] HOMEINV_ADR_EVT_LAST_TS_CH2 = 32'h00000450;
  localparam logic [31:0] HOMEINV_ADR_EVT_LAST_TS_CH3 = 32'h00000454;
  localparam logic [31:0] HOMEINV_ADR_EVT_LAST_TS_CH4 = 32'h00000458;
  localparam logic [31:0] HOMEINV_ADR_EVT_LAST_TS_CH5 = 32'h0000045C;
  localparam logic [31:0] HOMEINV_ADR_EVT_LAST_TS_CH6 = 32'h00000460;
  localparam logic [31:0] HOMEINV_ADR_EVT_LAST_TS_CH7 = 32'h00000464;
  localparam logic [31:0] HOMEINV_ADR_EVT_THRESH_CH0 = 32'h00000480;
  localparam logic [31:0] HOMEINV_ADR_EVT_THRESH_CH1 = 32'h00000484;
  localparam logic [31:0] HOMEINV_ADR_EVT_THRESH_CH2 = 32'h00000488;
  localparam logic [31:0] HOMEINV_ADR_EVT_THRESH_CH3 = 32'h0000048C;
  localparam logic [31:0] HOMEINV_ADR_EVT_THRESH_CH4 = 32'h00000490;
  localparam logic [31:0] HOMEINV_ADR_EVT_THRESH_CH5 = 32'h00000494;
  localparam logic [31:0] HOMEINV_ADR_EVT_THRESH_CH6 = 32'h00000498;
  localparam logic [31:0] HOMEINV_ADR_EVT_THRESH_CH7 = 32'h0000049C;
  localparam int unsigned HOMEINV_CTRL_ENABLE_BIT = 0;
  localparam logic [31:0] HOMEINV_CTRL_ENABLE_MASK = (32'h1 << HOMEINV_CTRL_ENABLE_BIT);
  localparam int unsigned HOMEINV_CTRL_START_BIT = 1;
  localparam logic [31:0] HOMEINV_CTRL_START_MASK = (32'h1 << HOMEINV_CTRL_START_BIT);
  localparam int unsigned HOMEINV_IRQ_EN_IRQ_EN_LSB  = 0;
  localparam logic [31:0] HOMEINV_IRQ_EN_IRQ_EN_MASK = 32'h00000007;
  localparam int unsigned HOMEINV_STATUS_CORE_STATUS_LSB  = 0;
  localparam logic [31:0] HOMEINV_STATUS_CORE_STATUS_MASK = 32'h000000FF;
  localparam int unsigned HOMEINV_ADC_CFG_NUM_CH_LSB  = 0;
  localparam logic [31:0] HOMEINV_ADC_CFG_NUM_CH_MASK = 32'h0000000F;
  localparam int unsigned HOMEINV_ADC_CMD_SNAPSHOT_BIT = 0;
  localparam logic [31:0] HOMEINV_ADC_CMD_SNAPSHOT_MASK = (32'h1 << HOMEINV_ADC_CMD_SNAPSHOT_BIT);
  localparam int unsigned HOMEINV_ADC_FIFO_STATUS_LEVEL_WORDS_LSB  = 0;
  localparam logic [31:0] HOMEINV_ADC_FIFO_STATUS_LEVEL_WORDS_MASK = 32'h0000FFFF;
  localparam int unsigned HOMEINV_ADC_FIFO_STATUS_OVERRUN_BIT = 16;
  localparam logic [31:0] HOMEINV_ADC_FIFO_STATUS_OVERRUN_MASK = (32'h1 << HOMEINV_ADC_FIFO_STATUS_OVERRUN_BIT);
  localparam int unsigned HOMEINV_ADC_FIFO_STATUS_CAPTURE_BUSY_BIT = 17;
  localparam logic [31:0] HOMEINV_ADC_FIFO_STATUS_CAPTURE_BUSY_MASK = (32'h1 << HOMEINV_ADC_FIFO_STATUS_CAPTURE_BUSY_BIT);
  localparam int unsigned HOMEINV_EVT_CFG_EVT_EN_LSB  = 0;
  localparam logic [31:0] HOMEINV_EVT_CFG_EVT_EN_MASK = 32'h000000FF;
  localparam int unsigned HOMEINV_EVT_CFG_CLEAR_COUNTS_BIT = 8;
  localparam logic [31:0] HOMEINV_EVT_CFG_CLEAR_COUNTS_MASK = (32'h1 << HOMEINV_EVT_CFG_CLEAR_COUNTS_BIT);
  localparam int unsigned HOMEINV_EVT_CFG_CLEAR_HISTORY_BIT = 9;
  localparam logic [31:0] HOMEINV_EVT_CFG_CLEAR_HISTORY_MASK = (32'h1 << HOMEINV_EVT_CFG_CLEAR_HISTORY_BIT);
  localparam logic [31:0] HOMEINV_SCALE_Q16_16_ONE = 32'h0001_0000;
endpackage
`timescale 1ns/1ps
`default_nettype none
module adc_drdy_sync (
    input  wire clk,
    input  wire rst,
    input  wire adc_drdy_n_async,
    output wire drdy_fall_pulse
);
    reg drdy_meta;
    reg drdy_sync;
    reg drdy_sync_d;
    reg armed;
    reg [1:0] warmup;
    always @(posedge clk) begin
        if (rst) begin
            drdy_meta   <= 1'b1;
            drdy_sync   <= 1'b1;
            drdy_sync_d <= 1'b1;
            armed       <= 1'b0;
            warmup      <= 2'd2;
        end else begin
            drdy_meta   <= adc_drdy_n_async;
            drdy_sync   <= drdy_meta;
            drdy_sync_d <= drdy_sync;
            if (warmup != 2'd0) begin
                warmup <= warmup - 2'd1;
            end else begin
                if (!armed && (drdy_sync == 1'b1)) begin
                    armed <= 1'b1;
                end
            end
        end
    end
    assign drdy_fall_pulse = (warmup == 2'd0) && armed && (drdy_sync_d == 1'b1) && (drdy_sync == 1'b0);
endmodule
`default_nettype wire
==> design/flow/run.sh <==
#!/bin/bash
# OpenROAD 26Q1-2900-gdf79404cd8, Yosys 0.63+post, stock flow scripts
make -C /OpenROAD-flow-scripts/flow DESIGN_CONFIG=/design/flow/config.mk WORK_HOME=/design/flow/orfs finish
==> design/flow/config.mk <==
export PLATFORM = sky130hd
export DESIGN_NAME = adc_drdy_sync
export DESIGN_NICKNAME = adc_drdy_sync
export VERILOG_FILES = /design/flow/design.v
export SDC_FILE = /design/flow/constraint.sdc
export NUM_CORES = 4
export LEC_CHECK = 1
export CORE_AREA = 10 10 70 70
export DIE_AREA = 0 0 80 80
export SYNTH_HDL_FRONTEND = slang
==> design/flow/constraint.sdc <==
current_design adc_drdy_sync

set clk_period 1.1
set clk_io_pct 0.2

create_clock -name clk0 -period $clk_period [get_ports {clk}]

set non_clock_inputs [all_inputs -no_clocks]
set_input_delay [expr $clk_period * $clk_io_pct] -clock clk0 $non_clock_inputs
set_output_delay [expr $clk_period * $clk_io_pct] -clock clk0 [all_outputs]
==> flow_summary.toml <==
# generated from flow reports
[status]
status = "complete, but fails checks"
violations = "setup timing"

[clock_tree]
hold_buffers = 0
cts_tree = "built"
clock-sinks = 6
cts-root-buf = "clkbuf_4"
clk_latency_ns = 0.24
cts.htree.levels = 1
clk_pin_slew_ns = 0.04
clockBufferDepth = 2
numCtsBuffers = 3

[layout]
seqCellArea_um2 = 122.6
design_area_um2 = 354.1
mi_logic_area_um2 = 96.34
fin_cells = 75
area_growth_pct = 67.46
lay_top_count = "dfxtp_1"
drive_above_1_share_pct = 48.28
final_cell_mix = "dfxtp_1, clkbuf_4, buf_4"
fillCellCount = 406

[synth]
yosysWarnings = 0
yosys.area_share.adder_pct = 5.917
yosysCellCount = 20
syn_avg_cell_area_um2 = 10.57
ys_seq_share_pct = 56.80
synth.cell_area_um2 = 211.5
ys_sh_aoi_pct = 5.917
ys_ff = 6
ys_sh_simple_pct = 23.67
ys_chip_area_um2 = 211.5
synthCells = 20
synth_xor_xnor_area_share_pct = 4.142
ys_top_logic_family = "simple AND/OR/NAND/NOR gates"
ys_sh_mux_pct = 0
synth_cell_types = 11

[power_and_ir_drop]
power_uw = 732.7
power.share.sequential_pct = 40.9
ir_worst_vdd_mv = 0.6989
power_density_nw_per_um2 = 2069
power_frac_comb_pct = 32.4
leakagePower_uw = 0.0001395
internal-power_uw = 531.2
swShare_pct = 27.49
power_frac_clock_pct = 26.7
power.switching_uw = 201.4

[final_timing]
tightestPinTransition_ns = 0.1379
fin_ws_ns = -0.1684
hold_viol = 0
tns_ns = -0.1684
rsz0062_at_grt = "yes"
relSlewSlack_pct = 90.78
fin_crit_sh_pct = 115.3
finClkSkew_ns = 0.001484
fmax_ghz = 0.7884
fin_crit_ns = 1.268
slew_viol_final = 0
setup_viol = 1

[placed_design]
port_buffers = 3
dp.cells = 72
post-dp-hpwl_um = 263
pre_cts_ws_ns = -0.3148
dpl_cell_area_um2 = 321.6
gp_congestion = 0.7047

[floorplan]
fp_util_pct = 6.190
ioPinCount = 4
row_count = 21
fp.dieW_um = 80
die_h_um = 80
core_area_um2 = 3416
die-area_um2 = 6400

[worst_setup_path]
crit_required_ns = 0.88
end_kind = "output pin"
arrival_ns = 1.05
path_cells = "inv_2 > ha_4 > and4b_2 > buf_2"
path_delay_family = "flip-flops"
crit_slowest_cell = "dfxtp_2"
critPathLaunchType = "flop"
crit_type = "flop to output pin"
critPathMaxFanout = 2
worst-path-buf-inv = 2
slowest_delay_ns = 0.32

[detailed_routing]
vias = 156
drt_first_pass_iters = 1
wl_per_cell_um = 4.853
final_antenna_net_count = 0
drc = 0
drtIter0Drc = 0
vias_per_cell = 2.080
num_antenna_cells = 0
postRouteWirelength_um = 364

[global_route]
grt_max_degree = 6
grt_pass1_wl_um = 655
overflow = 0
antenna_found_initial = 0
track_usage_pct = 1.278
grt_pass1_vias = 164

[min_path]
hp-class = "flop to flop"

[job]
maxCapViolCount = 0
warnings = 27
[stage by stage]
step | utilization (%) | hold WS (ns)
final | 10.37 | 0.4044
after global routing | 10.37 | 0.4191
after CTS | 10.37 | 0.4097
after detailed placement | 9.414 | 0.3976
after global placement | 9.414 | 0.3968
after floorplan | - | 0.2924
[Yosys cell counts, drive strengths merged]
library cell	n	area share, %
dfxtp	6	57
and4b	1	5.3
nand2b	2	5.9
or2	3	8.9
ha	1	5.9
inv	2	3.6
nor2	2	3.6
a21oi	1	2.4
a21o	1	3.6
xor2	1	4.1
[final timing paths]
path	slack [ns]	end	cells after the start	start
worst min register to register	0.40	drdy_sync	1	drdy_meta
worst max-delay path	-0.17	drdy_fall_pulse	4	warmup[0]
worst min-delay path	0.40	drdy_sync	1	drdy_meta
worst max register to register	0.04	warmup[1]	5	warmup[0]
[sequential cells by signal, indices dropped and copies added (netlist names)]
register / count
warmup: 2
armed: 1
drdy_sync_d: 1
drdy_sync: 1
drdy_meta: 1
[worst reg2reg max path, delay by kind of cell (launching register included)]
| family | cells | cell delay (ns) |
|---|---|---|
| DFF | 1 | 0.32 |
| and+or+nand+nor | 1 | 0.14 |
| adders and majority gates | 1 | 0.15 |
| buffers and inverters | 2 | 0.18 |
| AOI/OAI and AO/OA | 1 | 0.17 |
[metal layers]
metal / part of all wire [%] / vias to the layer above / global-route usage [%]
li1: - / 81 / -
met1: 46 / 68 / 1.544
met2: 42 / 5 / 1.605
met3: 8.2 / 2 / 0.9091
met4: 3.3 / 0 / 0.7042
met5: 0 / - / 0
[power by group through the flow]
| stage | Clock [µW] | Combinational [µW] | Sequential (µW) |
|---|---|---|---|
| after global routing | 218 | 281 | 306 |
| after CTS | 205 | 238 | 300 |
| final | 196 | 238 | 299 |
[cells by family after synthesis]
kind of cell,Yosys count
flops,6
simple gates,8
buf+inv,2
fa+ha+maj,1
compound gates,2
xor+xnor,1
[final cells by class]
type                            instances  area share, %
Tap cell                               46          16.25
Multi-Input combinational cell         12          27.21
Sequential cell                         6          34.63
Timing Repair Buffer                    6          13.43
Clock buffer                            3          6.360
Inverter                                2          2.120
[what timing repair did]
action                                 in CTS  in global routing
setup endpoints to repair                   2                  2
setup buffers                               0                  0
pin swaps                                   2                  1
endpoints found under the hold margin       0                  0
gates resized                               9                  0
